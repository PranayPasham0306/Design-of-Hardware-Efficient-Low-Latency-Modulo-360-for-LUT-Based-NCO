[design.v]
module modulo_opt (
    input clk,
    input [15:0] in, 
    output reg [8:0] modulo
);
localparam [8:0] two_power_modulo_360_0 = 9'd1;
localparam two_power_modulo_360_1  = 2'd2;
localparam two_power_modulo_360_2  = 3'd4;
localparam two_power_modulo_360_3  = 4'd8;
localparam two_power_modulo_360_4  = 5'd16;
localparam two_power_modulo_360_5  = 6'd32;
localparam two_power_modulo_360_6  = 7'd64;
localparam two_power_modulo_360_7  = 8'd128;
localparam two_power_modulo_360_8  = 9'd256;
localparam two_power_modulo_360_9  = 9'd152;
localparam two_power_modulo_360_10 = 9'd304;
localparam two_power_modulo_360_11 = 8'd248;
localparam two_power_modulo_360_12 = 8'd136;
localparam two_power_modulo_360_13 = 9'd272;
localparam two_power_modulo_360_14 = 8'd184;
localparam two_power_modulo_360_15 = 4'd8;
reg [15:0] in_reg;
wire [8:0] modulo_wire;
reg [10:0] level1_out;
reg [9:0] level2_out;
reg [9:0] level3_out;
integer i;
always @(*) begin
	level1_out = 0;
	if( in_reg[0] == 1) level1_out = level1_out + two_power_modulo_360_0;
	if( in_reg[1] == 1) level1_out = level1_out + two_power_modulo_360_1;
	if( in_reg[2] == 1) level1_out = level1_out + two_power_modulo_360_2;
	if( in_reg[3] == 1) level1_out = level1_out + two_power_modulo_360_3;
	if( in_reg[4] == 1) level1_out = level1_out + two_power_modulo_360_4;
	if( in_reg[5] == 1) level1_out = level1_out + two_power_modulo_360_5;
	if( in_reg[6] == 1) level1_out = level1_out + two_power_modulo_360_6;
	if( in_reg[7] == 1) level1_out = level1_out + two_power_modulo_360_7;
	if( in_reg[8] == 1) level1_out = level1_out + two_power_modulo_360_8;
	if( in_reg[9] == 1) level1_out = level1_out + two_power_modulo_360_9;
	if( in_reg[10] == 1) level1_out = level1_out + two_power_modulo_360_10;
	if( in_reg[11] == 1) level1_out = level1_out + two_power_modulo_360_11;
	if( in_reg[12] == 1) level1_out = level1_out + two_power_modulo_360_12;
	if( in_reg[13] == 1) level1_out = level1_out + two_power_modulo_360_13;
	if( in_reg[14] == 1) level1_out = level1_out + two_power_modulo_360_14;
	if( in_reg[15] == 1) level1_out = level1_out + two_power_modulo_360_15;
end
always @(*) begin
	level2_out = 0;
	if (level1_out[0] == 1) level2_out = level2_out + two_power_modulo_360_0;
	if (level1_out[1] == 1) level2_out = level2_out + two_power_modulo_360_1;
	if (level1_out[2] == 1) level2_out = level2_out + two_power_modulo_360_2;
	if (level1_out[3] == 1) level2_out = level2_out + two_power_modulo_360_3;
	if (level1_out[4] == 1) level2_out = level2_out + two_power_modulo_360_4;
	if (level1_out[5] == 1) level2_out = level2_out + two_power_modulo_360_5;
	if (level1_out[6] == 1) level2_out = level2_out + two_power_modulo_360_6;
	if (level1_out[7] == 1) level2_out = level2_out + two_power_modulo_360_7;
	if (level1_out[8] == 1) level2_out = level2_out + two_power_modulo_360_8;
	if (level1_out[9] == 1) level2_out = level2_out + two_power_modulo_360_9;
end
always @(*) begin
	level3_out = 0;
	if (level2_out[0] == 1) level3_out = level3_out + two_power_modulo_360_0;
	if (level2_out[1] == 1) level3_out = level3_out + two_power_modulo_360_1;
	if (level2_out[2] == 1) level3_out = level3_out + two_power_modulo_360_2;
	if (level2_out[3] == 1) level3_out = level3_out + two_power_modulo_360_3;
	if (level2_out[4] == 1) level3_out = level3_out + two_power_modulo_360_4;
	if (level2_out[5] == 1) level3_out = level3_out + two_power_modulo_360_5;
	if (level2_out[6] == 1) level3_out = level3_out + two_power_modulo_360_6;
	if (level2_out[7] == 1) level3_out = level3_out + two_power_modulo_360_7;
	if (level2_out[8] == 1) level3_out = level3_out + two_power_modulo_360_8;
	if (level2_out[9] == 1) level3_out = level3_out + two_power_modulo_360_9;
end
assign modulo_wire = (level3_out < 360) ? level3_out: (level3_out - 9'd360);
always @(posedge clk) begin
    in_reg <= in;
    modulo <= modulo_wire;
end
endmodule
[run.sh]
#!/bin/bash
# OpenROAD 26Q1-2900-gdf79404cd8, Yosys 0.63+post, stock flow scripts
make -C /OpenROAD-flow-scripts/flow DESIGN_CONFIG=/design/flow/config.mk WORK_HOME=/design/flow/orfs finish
[config.mk]
export PLATFORM = sky130hd
export DESIGN_NAME = modulo_opt
export DESIGN_NICKNAME = modulo_opt
export VERILOG_FILES = /design/flow/design.v
export SDC_FILE = /design/flow/constraint.sdc
export NUM_CORES = 4
export LEC_CHECK = 1
export CORE_UTILIZATION = 30
[constraint.sdc]
current_design modulo_opt

set clk_period 5.8
set clk_io_pct 0.2

create_clock -name clk0 -period $clk_period [get_ports {clk}]

set non_clock_inputs [all_inputs -no_clocks]
set_input_delay [expr $clk_period * $clk_io_pct] -clock clk0 $non_clock_inputs
set_output_delay [expr $clk_period * $clk_io_pct] -clock clk0 [all_outputs]
==> changes_impl.md <==
## Flow update

* Hold crit path type: flip-flop to flip-flop
* Log Warnings at 26
* Overflow after GRT at 0
* CP Launch Type: flip-flop
* Die Area at 7860 um2
* Clk buf depth at 2
* Post-synth top area share at 0.222
* Worst-path fanout max at 7
* Post-Syn Area at 2250 um2
* Ys cells at 260
* Pleak at 1.19 nW
* Die X at 88.7 um
* Top_reg_cell synth: dfxtp_1
* Worst-Margin Slew at 0.707 ns
* Min cycle time layout at 5.57 ns
* Antenna violations before repair at 0
* Pre-Place Util at 0.311
* Mux frac, synth at 0.0500
* Final Hold Slack at 0.335 ns
* Max Slew Vio Count at 0
* Detailed Routing Iterations Pass 1 at 4
* Top sig layer: met4
* Final Instance Area at 3000 um2
* Worst path required time at 5.96 ns
* Clock Tree Root: clkbuf_8
* Routed Antenna Nets at 0
* Worst clock skew at 0.00297 ns
* Crit end category: flip-flop
* Vias per cell at 4.88
* Tcrit/Tclk final at 0.960
* PD cells at 562 nW/um2
* Placed Area at 2690 um2
* Clk slew on worst S/H paths at 0.10 ns
* DR DRC count at 0
* Top cell excl fill/tap: clkdlybuf4s50_1
* Dominant logic cell types in the final layout: 25 x clkdlybuf4s50_1, 23 x nand2_1, 23 x dfxtp_1, 23 x buf_4, 19 x xnor2_1
* Diode count at 0
* Final Wtd Congestion at 0.893
* TritonCTS clock tree: yes
* Die Span Y at 88.7 um
* FF+latch count, synth at 25
* Post-synth seq share at 0.222
* Routed met2 length at 2110 um
* Share of flip-flops with an asynchronous set or reset at 0
* Fmax at 0.180 GHz
* VDD IR max at 0.547 mV
* Top Ports at 26
* Main logic family: XOR/XNOR gates
* Setup-violating endpoint count in the final report at 0
* Clk latency late pin at 0.27 ns
* Layout cells sized above 1 at 0.263
* RSZ-0062 raised after global routing: yes
* Syn Area/Cell at 8.67 um2
* Max Cap Viol at 0
* Distinct lib cells used at 65
* Yosys warnings at 1
* Max FFs per register at 16
* CTS Buf Count at 3
* CTS HTree Levels at 1
* DR iter-0 viols at 74
* Ao+oa area frac at 0.200
* Crit path kind: flip-flop to flip-flop
* Avg WL per Cell at 12.0 um
* First-pass GRT wire length at 8110 um
* Adder share at 0.0500
* Area figure in the yosys stat output at 2250 um2
* Critical path arrival at 5.73 ns
* Critical path's most frequent cell: nand2_1
* Core Area at 7250 um2
* Area leader, netlist: dfxtp_1
* Gate Count Post-Synth at 260
* XOR Share, Synth at 0.243
* Status: finished, final reports clean
* WP buf/inv at 2
* Drt total wl at 4830 um
* Cts hold-fix bufs at 0
* Slew margin rel. at 0.525
* Synth Area in Simple Gates at 0.197
* Number of enable flip-flop cells at 0
* Max incr delay on CP at 0.38 ns
* Largest net degree at the start of global routing at 17
* Area Overhead vs Synth at 33.0%
* Hpwl dp at 3590 um
* Row count at 31
* Number of global-route vias before repair at 1771
* Clk sinks at 25
* Via count at 1968
* # port buffers at 25
* All-layer global routing usage at 0.131
* Metal-1 WL at 2510 um
* Final Hold Fails at 0
* Cell area leaders: dfxtp_1 22%, xnor2_1 8.6%, xor2_1 6.2%
* CP max-delay cell: dfxtp_4
* Critical path's top delay family: AND-OR/OR-AND gates
* Wire length on met3 at 166 um
-- Yosys cell counts, types with 3 or more instances --
master	count
a21oi_1	15
a31oi_1	3
and3_1	5
clkbuf_1	4
dfxtp_1	25
ha_1	9
inv_1	11
mux2i_1	9
nand2_1	24
nand2b_1	4
nand3_1	7
nor2_1	16
nor3_1	11
o211ai_1	4
o21a_1	4
o21ai_0	9
o21ai_1	3
xnor2_1	22
xor2_1	16
xor2_2	4
-- through the flow --
| step | instances | power (mW) | TNS (ns) | util | setup slack, ns |
|---|---|---|---|---|---|
| final | 403 | 1.69 | 0 | 0.413 | 0.232 |
| after global routing | 403 | 1.85 | -0.387 | 0.413 | -0.181 |
| after CTS | 397 | 1.55 | 0 | 0.390 | 0.0117 |
| after detailed placement | 384 | 1.37 | -0.0286 | 0.371 | -0.0286 |
| after global placement | 384 | 1.37 | 0 | 0.371 | 0.000635 |
| after floorplan | 260 | 1.13 | 0 | - | 0.0116 |
-- timing repair --
item,in CTS,in global routing
setup buffers,9,6
resized,4,23
endpoints found under the setup margin,3,6
pin swaps,7,16
-- layout make-up --
cell class	count	area (um2)
Tap cell	99	124
Clock inverter	1	8.76
Inverter	11	43.8
Sequential cell	25	505
Multi-Input combinational cell	216	1850
Fill cell	679	4260
Timing Repair Buffer	48	423
Clock buffer	3	41.3
-- path summary, 6_finish.rpt --
kind | start | endpoint | slack (ns) | cells after the start
setup / recovery | in_reg[4] | modulo[5] | 0.23 | 31
hold / removal | in_reg[2] | modulo[2] | 0.33 | 0
setup reg to reg | in_reg[4] | modulo[5] | 0.23 | 31
hold reg to reg | in_reg[2] | modulo[2] | 0.33 | 0
-- cells by family (layout without fill, tap and decap cells) --
group           Yosys count  in the layout
flops                    25             25
buf+inv                  19             63
fa+ha+maj                 9              9
xor+xnor                 48             48
compound gates           62             62
mux                      11             11
simple gates             86             86
-- report_power, final --
part	leakage (nW)	total (mW)	switching [mW]	internal, mW
sequential	0.211	0.227	0.0160	0.211
clock	0.0261	0.111	0.0609	0.0504
combinational	0.951	1.35	0.699	0.649
-- metal layers --
metal  GRT usage  vias to the layer above
met2       0.204                       37
met1       0.207                      908
met3      0.0114                        2
li1            -                     1021
met4      0.0132                        0
met5           0                        -
Power and IR drop assume default switching activity.
