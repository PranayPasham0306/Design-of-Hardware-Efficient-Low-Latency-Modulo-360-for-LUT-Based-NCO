==> design.v <==
module modulo (
    input clk,
    input [15:0] in, 
    output reg [8:0] modulo
);
reg [15:0] in_reg;
always @(posedge clk) begin
    in_reg <= in;
    modulo <= in_reg % 360;
end
endmodule
==> run.sh <==
#!/bin/bash
# OpenROAD 26Q1-2900-gdf79404cd8, Yosys 0.63+post, stock flow scripts
make -C /OpenROAD-flow-scripts/flow DESIGN_CONFIG=/design/flow/config.mk WORK_HOME=/design/flow/orfs finish
==> config.mk <==
export PLATFORM = sky130hd
export DESIGN_NAME = modulo
export DESIGN_NICKNAME = modulo
export VERILOG_FILES = /design/flow/design.v
export SDC_FILE = /design/flow/constraint.sdc
export NUM_CORES = 4
export LEC_CHECK = 1
export CORE_AREA = 10 10 99 99
export DIE_AREA = 0 0 109 109
==> constraint.sdc <==
current_design modulo

set clk_period 14.7
set clk_io_pct 0.2

create_clock -name clk0 -period $clk_period [get_ports {clk}]

set non_clock_inputs [all_inputs -no_clocks]
set_input_delay [expr $clk_period * $clk_io_pct] -clock clk0 $non_clock_inputs
set_output_delay [expr $clk_period * $clk_io_pct] -clock clk0 [all_outputs]
==> results.txt <==
fresh numbers from the pnr run: via count=3537, Vias/cell=6.37, internal power=308 uW, Worst Tran Pin Value=889 ps, worst endpoint data arrival time=7930 ps, Post-synth regs=25, row cnt=32, Sink Count=25, Synth Seq Share=between 10% and 20%, Clock power frac=just over 6%, switching power=324 uW, Post-Route WL=9410 microns, Pwr Total=around 630 uW, status=finished, final reports clean, Setup crit start kind=flip-flop, Top non-seq family=AND-OR/OR-AND gates, CTS resizes=0, total grt overflow=0, Rel. slew slack=40.7%, simple share=about 28%, pwr/cell area=171 mW/mm^2, highest clock rate=~130 MHz, Layout fillers=756, core area=0.00773 sq mm, worst slack, placed=6980 ps, pin count of the biggest net entering global routing=22, cts bufs inserted=3, layout cells sized above 1=7.51%, combinational share of power=79.3%, Synth Flop Type=dfxtp_1, Adder-Cell Fraction of Synth Area=0.956%, DRT iter0 DRCs=231, mux frac, synth=about 6.7%, Die ar.=0.0119 sq mm, number of diodes=0, vias in the first global route=3126, Yosys Instances=455, Residual DRC=0, die span in y=109 microns, met1 wire length=4750 microns, Hold Buf Count CTS=0, Comb gate area=0.00274 sq mm, distinct cell type count after synthesis=83, CTS tree=done, Pins Over Slew Limit=0, unrepaired setup endpoints after global routing=no, H-tree depth reported by CTS=1, TNS Setup=0 ps, sequential cell area=500 sq um, CP Data Required Time=around 15000 ps, Setup crit end kind=flip-flop, Routed wire per std cell=17.0 microns, Hold Path Class=reg2reg, post-route ant nets=0, total track usage=approximately 16%, part of the power in registers=around 15%, AO/OA Area Share=39.6%, I/O pins=26, skew final=7.63 ps, first-pass GRT wire length=15900 microns, worst setup slack after layout=6910 ps, fp_density=44.1%, Max Buffers Root-to-Sink=2, max cap viols=0, setup bufs post-CTS=0, crit-path max FO=15, area grow syn2layout=8.56%, xor+xnor area frac=4.89%, DR WL met2=slightly above 4000 microns, final setup fails=0, met3 WL=542 microns, initial antenna violation count=0, Buffers on Ports=25, Setup CP Type=reg2reg, worst skew pair latency=~260 ps, max reg flops=16, tool warnings=25, Post-DP HPWL=7320 microns, syn avg cell area=7.48 sq um, final hold vios=0, gp weighted congestion=between 0.9 and 1, Top Metal Used=met4, Pre-antenna DRT Iters=4, Die Wd=109 microns, number of enable flip-flop cells=0, fin crit share=53.0%, Worst-path clk slew=80 ps, Pleak=0.00127 uW, Yosys Chip Area=0.00340 sq mm, crit path time final=7790 ps, maximum vdd drop=between 0.1 and 0.15 mV, switching portion of total power=between 50% and 60%, Syn Std Cell Area=0.00340 sq mm, Root Driver=clkbuf_8, Syn Inst Count=between 400 and 500, synth warn=1, async set-or-reset flop fraction in the synthesized netlist=0%
==> kinds of logic (layout without fill, tap and decap cells) <==
logic type / Yosys count / count (layout)
buf+inv: 39 / 37
flops: 25 / 25
fa+ha+maj: 3 / 3
compound gates: 171 / 171
xor+xnor: 19 / 19
simple gates: 177 / 177
mux: 21 / 21
==> synth_stat cells, types with 5 or more instances <==
cell / count / area share, %
a211o_1: 9 / 2.3
a211oi_1: 10 / 2.2
a21o_1: 5 / 1.1
a21oi_1: 24 / 3.5
a31oi_1: 12 / 2.2
and2_1: 9 / 1.7
and3_1: 11 / 2.0
buf_2: 9 / 1.3
clkbuf_1: 20 / 2.2
dfxtp_1: 25 / 15
inv_1: 6 / 0.66
mux2_2: 5 / 1.7
mux2i_1: 13 / 3.8
nand2_1: 31 / 3.4
nand3_1: 19 / 2.8
nand4_1: 6 / 1.1
nor2_1: 27 / 3.0
nor2b_1: 9 / 1.7
nor3_1: 22 / 3.2
nor4_1: 8 / 1.5
o2111ai_1: 7 / 1.8
o211ai_1: 6 / 1.3
o21a_1: 6 / 1.3
o21ai_0: 22 / 3.2
o31a_1: 5 / 1.3
or3_1: 8 / 1.5
xnor2_1: 15 / 3.9
==> layer usage <==
metal  vias to the layer above  global-route usage (%)
met3                         6                    2.69
li1                       1801                       -
met2                        85                    23.1
met5                         -                       0
met1                      1645                    24.8
met4                         0                    1.79
==> cells in the final DEF (no fill, tap or decap), types with 9 or more instances in the layout <==
cell | netlist | routed
nor2_1 | 27 | 27
nand2_1 | 31 | 31
dfxtp_1 | 25 | 25
nand3_1 | 19 | 19
nor2b_1 | 9 | 9
nor3_1 | 22 | 22
o21ai_0 | 22 | 22
xnor2_1 | 15 | 15
clkdlybuf4s50_1 | 0 | 25
a31oi_1 | 12 | 12
a21oi_1 | 24 | 24
a211o_1 | 9 | 9
mux2i_1 | 13 | 13
and2_1 | 9 | 9
and3_1 | 11 | 11
a211oi_1 | 10 | 10
==> power groups by stage <==
stage / Combinational (uW) / Clock, uW / Sequential (uW)
finish: 501 / 38.8 / 92.3
CTS: 498 / 40.9 / 92.2
global route: 558 / 43.1 / 93.9
==> through the flow <==
stage / instance area (sq um) / instances / util (%) / hold WS (ps)
floorplan: 3400 / 455 / - / 332
global placement: 3650 / 551 / 47.2 / 335
detailed placement: 3650 / 551 / 47.2 / 344
CTS: 3700 / 555 / 47.8 / 358
global route: 3700 / 555 / 47.8 / 369
finish: 3700 / 555 / 47.8 / 357
==> worst max-delay path, stage by stage, from the launching register on <==
cell	delay (ps)
dfxtp_1	440
o211a_1	280
nor2_1	220
inv_1	100
ha_1	320
nand2b_1	170
a22oi_1	720
nand2_1	150
a2bb2oi_2	200
nand2_1	400
o21a_1	400
mux2_4	370
o31a_1	330
o31ai_2	440
a2111oi_0	120
a22oi_1	480
a211oi_4	170
or3_1	490
mux2i_1	190
a2111o_1	500
nand3_2	230
o311ai_2	160
o31ai_4	440
mux2i_1	260
xnor2_1	80
==> layout make-up <==
class / count / area share [%]
clock inverters: 1 / 0.203
multi-input cells: 391 / 74.0
clock buffers: 3 / 1.12
inverters: 7 / 0.711
flip-flops and latches: 25 / 13.5
well taps: 102 / 3.45
repair buffers: 26 / 6.97
==> path summary, 6_finish.rpt <==
path                      start                 to  slack, ps  cells after the start
max          in_reg[10]$_DFF_P_  modulo[5]$_DFF_P_       6910                     24
min           in_reg[2]$_DFF_P_  modulo[2]$_DFF_P_        360                      0
max reg2reg  in_reg[10]$_DFF_P_  modulo[5]$_DFF_P_       6910                     24
min reg2reg   in_reg[2]$_DFF_P_  modulo[2]$_DFF_P_        360                      0
Power figures rest on the tool's default switching activity, not on a simulated workload.
